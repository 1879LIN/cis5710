**/design/flow/run.sh**
```bash
#!/bin/bash
# OpenROAD 26Q1-2900-gdf79404cd8, Yosys 0.63+post, stock flow scripts
make -C /OpenROAD-flow-scripts/flow DESIGN_CONFIG=/design/flow/config.mk WORK_HOME=/design/flow/orfs finish
```
**/design/flow/config.mk**
```make
export PLATFORM = sky130hd
export DESIGN_NAME = cla16
export DESIGN_NICKNAME = cla16
export VERILOG_FILES = /design/flow/design.v
export SDC_FILE = /design/flow/constraint.sdc
export NUM_CORES = 4
export LEC_CHECK = 1
export CORE_AREA = 10 10 84 84
export DIE_AREA = 0 0 94 94
```
**/design/flow/constraint.sdc**
```tcl
current_design cla16

set clk_period 6.7
set clk_io_pct 0.2

create_clock -name clk0 -period $clk_period

set non_clock_inputs [all_inputs -no_clocks]
set_input_delay [expr $clk_period * $clk_io_pct] -clock clk0 $non_clock_inputs
set_output_delay [expr $clk_period * $clk_io_pct] -clock clk0 [all_outputs]
```
**/design/flow/design.v**
```verilog
`timescale 1ns / 1ps
`default_nettype none
module gp1(input wire a, b,
           output wire g, p);
   assign g = a & b;
   assign p = a | b;
endmodule
module gp4(input wire [3:0] gin, pin,
           input wire cin,
           output wire gout, pout,
           output wire [2:0] cout);
           assign cout[0] = gin[0]|(pin[0]&cin);
           assign cout[1] = (gin[1]|pin[1]&gin[0])|((pin[1]&pin[0])&cout[0]);
           assign cout[2] = gin[2]|(pin[2]&cout[1]);
           assign pout = pin[0]&pin[1]&pin[2]&pin[3];
           assign gout = (gin[3]|pin[3]&gin[2])|((pin[3]&pin[2])&(gin[1]|(pin[1]&gin[0])));
endmodule
module cla16
  (input wire [15:0]  a, b,
   input wire         cin,
   output wire [15:0] sum);
   wire [15:0] g_tmp;
   wire [15:0] p_tmp;
   wire [4:0] gout_tmp;
   wire [4:0] pout_tmp;
   wire [14:0] cout_tmp;
   wire [14:0] cout1;
   wire [2:0] gg;
   wire [2:0] pp;
   gp1 gtmp_0 (a[0],b[0],g_tmp[0],p_tmp[0]);
   gp1 gtmp_1 (a[1],b[1],g_tmp[1],p_tmp[1]);
   gp1 gtmp_2 (a[2],b[2],g_tmp[2],p_tmp[2]);
   gp1 gtmp_3 (a[3],b[3],g_tmp[3],p_tmp[3]);
   gp1 gtmp_4 (a[4],b[4],g_tmp[4],p_tmp[4]);
   gp1 gtmp_5 (a[5],b[5],g_tmp[5],p_tmp[5]);
   gp1 gtmp_6 (a[6],b[6],g_tmp[6],p_tmp[6]);
   gp1 gtmp_7 (a[7],b[7],g_tmp[7],p_tmp[7]);
   gp1 gtmp_8 (a[8],b[8],g_tmp[8],p_tmp[8]);
   gp1 gtmp_9 (a[9],b[9],g_tmp[9],p_tmp[9]);
   gp1 gtmp_10 (a[10],b[10],g_tmp[10],p_tmp[10]);
   gp1 gtmp_11 (a[11],b[11],g_tmp[11],p_tmp[11]);
   gp1 gtmp_12 (a[12],b[12],g_tmp[12],p_tmp[12]);
   gp1 gtmp_13 (a[13],b[13],g_tmp[13],p_tmp[13]);
   gp1 gtmp_14 (a[14],b[14],g_tmp[14],p_tmp[14]);
   gp1 gtmp_15 (a[15],b[15],g_tmp[15],p_tmp[15]);
   gp4 gtemp_fourbit_0 (g_tmp[3:0],p_tmp[3:0], cin, gout_tmp[0],pout_tmp[0],cout1[2:0]);
   gp4 gtemp_fourbit_1 (g_tmp[7:4],p_tmp[7:4], cin, gout_tmp[1],pout_tmp[1],cout_tmp[5:3]);
   gp4 gtemp_fourbit_2 (g_tmp[11:8],p_tmp[11:8], cin, gout_tmp[2],pout_tmp[2],cout_tmp[8:6]);
   gp4 gtemp_fourbit_3 (g_tmp[15:12],p_tmp[15:12], cin, gout_tmp[3],pout_tmp[3],cout_tmp[11:9]);
   gp4 gtemp_fourbit_4 (gout_tmp[3:0],pout_tmp[3:0], cin, gout_tmp[4],pout_tmp[4],cout_tmp[14:12]);
   gp4 gtemp_fourbit_5 (g_tmp[7:4],p_tmp[7:4], cout_tmp[12], gg[0],pp[0],cout1[6:4]);
   gp4 gtemp_fourbit_6 (g_tmp[11:8],p_tmp[11:8], cout_tmp[13], gg[1],pp[1],cout1[10:8]);
   gp4 gtemp_fourbit_7 (g_tmp[15:12],p_tmp[15:12], cout_tmp[14], gg[2],pp[2],cout1[14:12]);
   assign cout1[3] = cout_tmp[12];
   assign cout1[7] = cout_tmp[13];
   assign cout1[11] = cout_tmp[14];
   assign sum[0] = a[0]^b[0]^cin;
   assign sum[1] = a[1]^b[1]^cout1[0];
   assign sum[15:2] = a[15:2]^b[15:2]^cout1[14:1];
endmodule
module gpn
  #(parameter N = 4)
  (input wire [N-1:0] gin, pin,
   input wire  cin,
   output wire gout, pout,
   output wire [N-2:0] cout);
endmodule
```
==> impl_summary.log <==
[report] implementation figures
[metrics] run status: finished clean
[metrics] hold violation total from the final report: 0
[metrics] switching portion of total power: 0.332
[metrics] leakage power: between 0.7 and 0.8 nW
[metrics] Die H: 94 um
[metrics] Iter 0 DRT Violations: 14
[metrics] worst endpoint data arrival time: ~4.5 ns
[metrics] instance tally after logic synthesis: between 100 and 150
[metrics] router iterations before antenna repair: 4
[metrics] RSZ-0062 raised after global routing: no
[metrics] Total Routed Length: about 2.3 mm
[metrics] Initial Util: 0.178
[metrics] Sequential Power Share: 0
[metrics] transition time of the tightest slew-check pin: between 0.3 and 0.4 ns
[metrics] Post-DP HPWL: ~2.2 mm
[metrics] number of placement rows: 26
[metrics] mean number of vias per cell: 3.39
[metrics] post-synthesis instance area: just over 900 sq um
[metrics] number of global-route vias before repair: between 800 and 900
[metrics] number of violations of the max-capacitance limit: 0
[metrics] area growth from synthesis to final layout: 62.5%
[metrics] beginning of the critical path: a[4]
[metrics] Worst Setup End Kind: output port
[metrics] quantity of gates resized following cts: 0
[metrics] clock tree buffer count of the final layout: 0
[metrics] switching power of the nets: ~0.000037 W
[metrics] final-report setup violation count: 0
[metrics] Chip Footprint: roughly 8800 sq um
[metrics] ranking of synthesized cells by instance count: 42 x inv_1, 28 x ha_1, 8 x fa_1
[metrics] Seq share, synth: 0
[metrics] gpl congestion: 0.710
[metrics] summed negative setup slack over all endpoints: 0 ns
[metrics] Synthesis Warnings: 0
[metrics] number of setup buffers added after CTS: 0
[metrics] Max stage delay on crit path: between 0.5 and 0.6 ns
[metrics] cell family with most CP delay: buffers and inverters
[metrics] Hold Path End: sum[15]
[metrics] power density normalized to cell area: around 74 nW/um^2
[metrics] top achievable clock speed: 171 MHz
[metrics] endpoint required time on the critical path: ~5.4 ns
[metrics] number of diodes added for antenna fixing: 0
[metrics] wire length of the first global-routing pass: between 3 and 4 mm
[metrics] clock network fraction of total power: 0
[metrics] hold path startpoint: b[15]
[metrics] top area cells in the synthesized netlist: ha_1 38%, fa_1 17%, inv_1 17%
[metrics] number of distinct library cell variants in the gate-level netlist after synthesis: 19
[metrics] number of hold buffers added after CTS: 0
[metrics] max-slew violation total from the final report: 0
[metrics] average routed wire per standard cell: roughly 10 um
[metrics] Crit Path Max Fanout: 3
[metrics] core box area: roughly 5200 sq um
[metrics] Startpoint Class: input pin
[metrics] maximum VDD drop: ~0.023 mV
[metrics] placement-stage worst setup slack: 0.788 ns
[metrics] count of instantiated cells in the yosys netlist: 114
[metrics] syn_area_per_cell: 8.11 sq um
[metrics] total cell area reported by yosys after synthesis: between 900 and 1000 sq um
[metrics] most area-hungry cell type in the Yosys netlist: ha_1
[metrics] max-slew headroom at the worst pin: 0.771
[metrics] Setup WS post-layout: around 0.86 ns
[metrics] leading cell type by number of instances after synthesis: inv_1
[metrics] worst hold-check path type: input pin to output port
[metrics] final critical-path required period: between 5 and 6 ns
[metrics] worst path cell trace: clkdlybuf4s50_1 -> inv_1 -> ha_1 -> nor4_2 -> and2_1 -> a22o_1 -> a2bb2oi_2 -> fa_1 -> a21oi_1 -> nor2_1 -> nor2_1 -> fa_1 -> xor2_1 -> xnor2_1 -> clkdlybuf4s50_1
[metrics] count of input and output buffers: slightly below 50
[metrics] remaining antenna violation count after routing: 0
[metrics] final worst-path cycle share: 0.872
[metrics] portion of total power attributed to combinational logic: 1.000
[metrics] fraction of final layout cells sized beyond drive strength 1: 0.0307
[metrics] Buffers & Inverters on Critical Path: 3
[metrics] Flops: 0
[metrics] Die X: between 90 and 100 um
[metrics] Power Internal: about 0.000074 W
[metrics] largest net degree at the start of global routing: 4
[metrics] number of warnings the tools reported: between 50 and 60
[metrics] Layout Utilization: 0.289
[metrics] Register Area: 0 sq um
[metrics] hold path cells: 3
[metrics] all-layer global routing usage: 0.0511
[metrics] Overflow after GRT: 0
[metrics] Top cell area share: 0.379
[metrics] antenna violations before repair: 0
[metrics] number of top-level pins: just under 50
[metrics] total via count after detailed routing: about 790
[metrics] remaining routing DRC violations: 0
[metrics] worst hold margin: about 3.6 ns
[metrics] slowest cell on the critical path: clkdlybuf4s50_1
[metrics] Crit Path Class: input pin to output port
per-stage QoR:
step | area, sq um | total power [W] | instances
final | 1500 | 0.000111 | 233
after global routing | 1500 | 0.000126 | 233
after CTS | 1500 | 0.000115 | 233
after detailed placement | 1500 | 0.000115 | 233
after global placement | 1500 | 0.000114 | 233
after floorplan | 925 | 0.0000378 | 114
layout by cell type, fill, tap and decap left out, drive strengths merged:
| cell | n |
|---|---|
| xor2 | 7 |
| o211ai | 1 |
| o21ai | 2 |
| clkdlybuf4s50 | 49 |
| a21oi | 7 |
| a21o | 1 |
| a2bb2oi | 1 |
| ha | 28 |
| xnor2 | 2 |
| nor2 | 5 |
| nor4 | 1 |
| fa | 8 |
| nor3 | 2 |
| nor2b | 1 |
| inv | 42 |
| a22o | 1 |
| o31ai | 1 |
| o21bai | 3 |
| and2 | 1 |
worst max path at each step:
stage / end / cells after the start / slack [ns]
6_report: sum[15] / 15 / 0.86
5_1_grt: sum[15] / 15 / 0.55
4_1_cts: sum[15] / 15 / 0.78
cell type report:
class | count | area [sq um]
Fill cell | 581 | 3700
Multi-Input combinational cell | 72 | 767
Tap cell | 70 | 87.6
Inverter | 42 | 158
Timing Repair Buffer | 49 | 490
power by group through the flow:
stage / logic, W / clock network (W) / registers [W]
6_report: 0.000111 / 0 / 0
5_1_grt: 0.000126 / 0 / 0
4_1_cts: 0.000115 / 0 / 0
cells by family after synthesis:
family                     share of synthesized area
xor gates and xnor gates                      0.0853
adders and majority gates                      0.552
buffers and inverters                          0.170
and+or+nand+nor                               0.0582
AOI/OAI and AO/OA                              0.134
routing by layer:
layer,vias up,global-route usage,routed length (um)
met2,17,0.0939,1190
met5,-,0,0
met1,342,0.0661,977
met4,0,0,0
met3,0,0.00565,100
li1,432,-,-
worst min-delay path: stages:
cell	delay [ns]
clkdlybuf4s50_1	0.47
xnor2_1	0.07
clkdlybuf4s50_1	0.40
Power figures rest on the tool's default switching activity, not on a simulated workload.
